### ./run.sh
#!/bin/bash
# OpenROAD 26Q1-2900-gdf79404cd8, Yosys 0.63+post, stock flow scripts
make -C /OpenROAD-flow-scripts/flow DESIGN_CONFIG=/design/flow/config.mk WORK_HOME=/design/flow/orfs finish
### ./config.mk
export PLATFORM = sky130hd
export DESIGN_NAME = qadd
export DESIGN_NICKNAME = qadd
export VERILOG_FILES = /design/flow/design.v
export SDC_FILE = /design/flow/constraint.sdc
export NUM_CORES = 4
export LEC_CHECK = 1
export CORE_UTILIZATION = 40
### ./constraint.sdc
current_design qadd

set clk_period 19.4
set clk_io_pct 0.2

create_clock -name clk0 -period $clk_period

set non_clock_inputs [all_inputs -no_clocks]
set_input_delay [expr $clk_period * $clk_io_pct] -clock clk0 $non_clock_inputs
set_output_delay [expr $clk_period * $clk_io_pct] -clock clk0 [all_outputs]
### ./design.v
`timescale 1ns / 1ps
module qadd(
    input [N-1:0] a,
    input [N-1:0] b,
    output [N-1:0] c
    );
	parameter Q = 15;
	parameter N = 32;
reg [N-1:0] res;
assign c = res;
always @(a,b)
begin
	if(a[N-1] == 1 && b[N-1] == 1) begin
		res[N-1] = 1;
		res[N-2:0] = a[N-2:0] + b[N-2:0];
	end
	else if(a[N-1] == 0 && b[N-1] == 0) begin
		res[N-1] = 0;
		res[N-2:0] = a[N-2:0] + b[N-2:0];
	end
	else if(a[N-1] == 0 && b[N-1] == 1) begin
		if(a[N-2:0] > b[N-2:0])
			res[N-1] = 1;
		else
			res[N-1] = 0;
		res[N-2:0] = a[N-2:0] - b[N-2:0];
	end
	else begin
		if(a[N-2:0] < b[N-2:0])
			res[N-1] = 1;
		else
			res[N-1] = 0;
		res[N-2:0] = b[N-2:0] - a[N-2:0];
	end
end
endmodule
==> out/metrics.yaml <==
outcome: "finished, final reports clean"
design_area_mm2: 0.006015
path_buffers: 4
dr.pass1.iters: 7
crit_path_max_incr_delay_ps: 970
dp_cells: 994
routabilityCongestion: 1.050
nFlopsAndLatches: 0
worst_pin_slew_ps: 822.4
switching_share_pct: 54.69
min_period_ps: 11570
die_h_um: 113.5
ctsResizeCount: 0
ys_area_mm2: 0.004970
syn_avg_cell_area_um2: 6.522
arrival_ps: 7690
final_cell_mix: "110 x a21oi_1, 96 x clkdlybuf4s50_1, 91 x ha_1, 86 x inv_1, 70 x nor2_1"
post_cts_buffers: 0
start_kind: "input port"
cts_hold_buf: 0
grt-ovfl-total: 0
hold_path_end: "c[0]"
grt_setup_unrepaired: "no"
synth_cells: 762
crit_path_cell_trace: "clkdlybuf4s50_1, inv_2, nand2_1, nand2_1, buf_4, and3_1, a31oi_1, o32ai_1, nor3_2, xnor2_1, clkdlybuf4s50_1"
io_buffers: 96
crit_required_ps: 15520
p_sw_mw: 0.1150
finalClockPeriodUsage_pct: 59.66
whs_path_depth: 4
fmax_mhz: 86.40
largest_area_cell: "ha_1"
grt_pass1_vias: 5552
ys_top_cells_by_area: "ha_1 23%, a21oi_1 11%, inv_1 6.5%"
vias: 5851
p_per_area_mw_per_mm2: 34.97
slew_headroom_pct: 45.00
ios: 96
crit_fanout: 28
antenna_found_initial: 0
dieWidth_um: 113.5
drcViolationCount: 0
peakVddDrop_mv: 0.01877
synth_warnings: 1
grt_max_degree: 29
core_util_floorplan_pct: 41.20
crit_family: "buffers and inverters"
lay_top_count: "a21oi_1"
ant_nets: 0
hold_start: "b[0]"
drive_gt1_share_pct: 3.995
internal_power_mw: 0.09531
place_area_mm2: 0.006012
seq_area_um2: 0
core_mm2: 0.01206
dieArea_mm2: 0.01287
dr.first_iter.drc_count: 469
path_class: "in2out"
instances_no_fill: 995
final_util_pct: 49.87
slowest_stage: "clkdlybuf4s50_1"
worstHoldPathType: "in2out"
viasPerCell: 5.880
dp_hpwl_mm: 15.45
top_cell_area_share_pct: 22.91
ys_seq_share_pct: 0
wire_per_inst_um: 18.78
drv_cap: 0
synth.cell_area_mm2: 0.004970
finalSetupTns_ps: 0
hold_viol_final: 0
nClkBuffers: 0
rows: 40
slew_viol_final: 0
power.leakage_nw: 2.562
warnings: 92
synth_cell_types: 74
grt_pass1_wl_mm: 29.76
cp.depth: 11
totalWireLength_mm: 18.69
grt_usage_pct: 29.42
whs_ps: 8919
ys_cells: 762
area.growth.synth_to_final_pct: 21.02
finalSetupViolCount: 0
end_kind: "primary output"
==> layout make-up <==
cell class,instances,area [µm²]
fillers,1212,6047
multi-input cells,633,4458
repair buffers,101,998.5
inverters,92,345.3
well taps,168,210.2
diodes,1,2.502
==> power by group through the flow <==
stage    combinational, mW  clock [mW]  sequential [mW]
5_1_grt              0.229           0                0
4_1_cts              0.208           0                0
==> how the worst max path moves through the flow <==
stage,start,endpoint,slack [ps]
after global routing,b[31],c[27],7740
final,b[31],c[27],7830
after CTS,b[31],c[27],7940
==> per-stage QoR <==
step	power, mW	worst slack, ps
global route	0.2292	7743
global placement	0.2085	7920
detailed placement	0.2061	7952
floorplan	0.1197	9628
finish	0.2103	7825
CTS	0.2079	7939
==> metal layers <==
layer	vias to the layer above	track usage, %	share of wire, %
met4	0	5.351	2.4
li1	2882	-	-
met5	-	0	0
met1	2682	43.24	47
met3	33	3.682	6.8
met2	254	46.42	44
==> kinds of logic (layout without fill, tap and decap cells) <==
group,Yosys count,in the layout,share of synthesized area (%)
AOI/OAI and AO/OA,310,310,40.58
xor gates and xnor gates,29,29,5.111
adders and majority gates,94,94,24.12
buffers and inverters,129,193,10.35
muxes,5,5,1.007
other,0,1,0
and+or+nand+nor,195,195,18.83
==> cells in the mapped netlist, types with 3 or more instances <==
cell type / count
nand2_1: 47
nand2b_1: 11
and3_1: 3
inv_1: 86
buf_1: 3
o211ai_1: 10
nor3_1: 17
xor2_1: 3
nor2b_1: 8
nor4_1: 8
o31ai_1: 11
clkbuf_1: 17
nor2_1: 70
a31oi_1: 9
inv_2: 6
or3_1: 3
o221ai_1: 3
a21oi_1: 110
xnor2_1: 26
a22oi_1: 3
o21a_1: 3
o21ai_1: 17
a211oi_1: 21
a211oi_2: 4
mux2i_1: 5
ha_1: 91
o21bai_1: 15
a21o_1: 7
fa_1: 3
o21ai_0: 52
o22ai_1: 8
nand3_1: 9
nand4_1: 8
buf_2: 15
Power and IR drop assume default switching activity.
