[config.mk]
export PLATFORM = sky130hd
export DESIGN_NAME = qmult
export DESIGN_NICKNAME = qmult
export VERILOG_FILES = /design/flow/design.v
export SDC_FILE = /design/flow/constraint.sdc
export NUM_CORES = 4
export LEC_CHECK = 1
export CORE_UTILIZATION = 50
[constraint.sdc]
current_design qmult

set clk_period 43.2
set clk_io_pct 0.2

create_clock -name clk0 -period $clk_period

set non_clock_inputs [all_inputs -no_clocks]
set_input_delay [expr $clk_period * $clk_io_pct] -clock clk0 $non_clock_inputs
set_output_delay [expr $clk_period * $clk_io_pct] -clock clk0 [all_outputs]
[design.v]
`timescale 1ns / 1ps
module qmult(
    input [N-1:0] a,
    input [N-1:0] b,
    output [N-1:0] c
    );
	wire [2*N-1:0] a_ext;
	wire [2*N-1:0] b_ext;
	wire [2*N-1:0] r_ext;
	reg [2*N-1:0] a_mult;
	reg [2*N-1:0] b_mult;
	reg [2*N-1:0] result;
	reg [N-1:0] retVal;
	parameter Q = 15;
	parameter N = 32;
	qtwosComp #(Q,N) comp_a (a[30:0], a_ext);
	qtwosComp #(Q,N) comp_b (b[30:0], b_ext);
	qtwosComp #(Q,N) comp_r (result[N-2+Q:Q], r_ext);
	assign c = retVal;
	always @(a_ext,b_ext)
	begin
		if(a[N-1] == 1)
			a_mult <= a_ext;
		else
			a_mult <= a;
		if(b[N-1] == 1)
			b_mult <= b_ext;
		else
			b_mult <= b;		
	end 
	always @(a_mult,b_mult)
	begin
		result <= a_mult * b_mult;
	end;
	always @(result,r_ext)
	begin		
		if((a[N-1] == 1 && b[N-1] == 0) || (a[N-1] == 0 && b[N-1] == 1)) begin
			retVal[N-1] <= 1;
			retVal[N-2:0] <= r_ext[N-2:0];
		end
		else begin
			retVal[N-1] <= 0;
			retVal[N-2:0] <= result[N-2+Q:Q];
		end
	end
endmodule
`timescale 1ns / 1ps
module qtwosComp(
    input [N-2:0] a,
    output [2*N-1:0] b
    );
	reg [2*N-1:0] data;
	reg [2*N-1:0] flip;
	reg [2*N-1:0] out;
	parameter Q = 15;
	parameter N = 32;
	assign b = out;
	always @(a)
	begin
		data <= a;		 
	end
	always @(data)
	begin
		flip <= ~a;
	end
	always @(flip)
	begin
		out <= flip + 1;
	end
endmodule
[run.sh]
#!/bin/bash
# OpenROAD 26Q1-2900-gdf79404cd8, Yosys 0.63+post, stock flow scripts
make -C /OpenROAD-flow-scripts/flow DESIGN_CONFIG=/design/flow/config.mk WORK_HOME=/design/flow/orfs finish
==> flow_metrics.tcl <==
# place-and-route summary
set metrics [dict create \
    outcome "complete, no violations" \
    maxCapViolCount 0 \
    final_common_cell "inv_1" \
    grt_overflow_total 0 \
    end_kind "output port" \
    slowest_stage "a2111oi_0" \
    drc 0 \
    syn_area_mm2 0.0340 \
    critPathMostFrequentCell "fa_1" \
    ant_nets 0 \
    worst_path_largest_cell_delay_ps 940 \
    cp_top_family "adder cells" \
    synth_warnings 2 \
    place_ws_ps 12720 \
    finalSetupTns_ps 0 \
    drtIter0Drc 1483 \
    place_congestion 1.07 \
    rsz0062_at_grt "false" \
    clkbuf_count 0 \
    ys_seq_share_pct 0 \
    period_needed_ps 30660 \
    grt_antenna_before_repair 3 \
    critical_path_buf_inv_count 9 \
    yosys_area_mm2 0.0340 \
    drive_above_1_share_pct 5.05 \
    hp-class "input port to output port" \
    n_fill_cell 6407 \
    cp_data_arrival_time_ps 22020 \
    hold_buffers 0 \
    finalSetupViolations 0 \
    worstPathMaxFanout 31 \
    routed_via_density 5.41 \
    fin_crit_sh_pct 71.0 \
    num_vias 26500 \
    dieWidth_um 263 \
    timing.hold.ws_ps 18760 \
    postSynthCellCount 3977 \
    grt_max_degree 43 \
    tightestPinTransition_ps 1060 \
    routedWlPerCell_um 23.3 \
    hold_violations 0 \
    fp_util_pct 50.5 \
    lay_top_cells "inv_1, fa_1, nand2_1" \
    grt_use_total_pct 37.6 \
    first_pass_iters 6 \
    yosysCellCount 3977 \
    area_delta_synth_final_pct 7.54 \
    regArea_um2 0 \
    ys_types 75 \
    critPathLaunchType "input port" \
    combGateArea_mm2 0.0298 \
    rows 95 \
    finalInstanceArea_mm2 0.0366 \
    die_h_um 263 \
    drv_slew 0 \
    tool_warnings 32 \
    path_class "input port to output port" \
    die_area_mm2 0.0690 \
    max_freq_mhz 32.6 \
    grt_pass1_vias 28100 \
    setup_ws_ps 12540 \
    cp.required_ps 34560 \
    fp.coreArea_mm2 0.0673 \
    routed_wirelength_um 114000 \
    seq_cell_count 0 \
    dpl.hpwl_um 95800 \
    ctsResizeCount 0 \
    synth_area_per_cell_um2 8.55 \
    grt_pass1_wl_um 176000 \
    placed_cell_area_mm2 0.0366 \
    post-cts-setup-buffers 0 \
    relSlewSlack_pct 27.7 \
    io_pins 96 \
    port_buffers 96 \
]
[tightest hold or removal path, cell delays in order]
cell and delay (ps):
buf_2 100, buf_4 280, xnor2_2 200, buf_4 210, nor2_1 160, xnor2_1 70, clkdlybuf4s50_1 400
[logic make-up after synthesis]
logic type	share of synthesized area (%)
and+or+nand+nor	14.3
buffers and inverters	13.1
adders and majority gates	60.7
xor gates and xnor gates	6.73
AOI/OAI and AO/OA	4.91
muxes	0.269
[stage by stage]
step                      utilization (%)  std cells
after floorplan                         -       3977
after global placement               54.3       4890
after detailed placement             54.3       4890
after CTS                            54.3       4890
after global routing                 54.3       4892
final                                54.3       4892
[final cells by class]
cell class | instances | area share (%)
multi-input cells | 2796 | 81.6
inverters | 1003 | 10.3
well taps | 873 | 2.99
diodes | 2 | 0.0137
repair buffers | 218 | 5.11
[layer usage]
metal / track usage (%) / wire, um / vias up
li1: - / - / 11600
met1: 53.5 / 43100 / 13400
met2: 51.7 / 49700 / 1244
met3: 20.0 / 15700 / 229
met4: 13.3 / 5610 / 2
met5: 0.416 / 14 / -
[path summary, 6_finish.rpt]
kind | cells after the start | from | slack [ps] | endpoint
min | 7 | a[31] | 18760 | c[18]
max | 36 | b[0] | 12540 | c[30]
[cells in the mapped netlist (all sizes together), types with 17 or more instances]
master  instances  share of area (%)
a21o           22               0.49
a21oi          38               0.56
clkbuf        167                1.8
fa            904                 53
ha            202                7.4
inv          1002                 11
nand2         570                6.3
nor2          503                5.6
o21ai          35               0.52
o31ai          28               0.69
o41ai          20               0.66
or3            17               0.31
xnor2         171                4.4
xor2           74                2.0
